**config.mk**
```make
export PLATFORM = sky130hd
export DESIGN_NAME = ledlights
export DESIGN_NICKNAME = ledlights
export VERILOG_FILES = /design/flow/design.v
export SDC_FILE = /design/flow/constraint.sdc
export NUM_CORES = 4
export LEC_CHECK = 1
export CORE_AREA = 10 10 305 305
export DIE_AREA = 0 0 315 315
```
**constraint.sdc**
```tcl
current_design ledlights

set clk_period 1.0
set clk_io_pct 0.2

create_clock -name clk0 -period $clk_period

set non_clock_inputs [all_inputs -no_clocks]
set_input_delay [expr $clk_period * $clk_io_pct] -clock clk0 $non_clock_inputs
set_output_delay [expr $clk_period * $clk_io_pct] -clock clk0 [all_outputs]
```
**design.v**
```verilog
module ledlights(RST, row16, g1, g2, g3, g4, g5, g6, g7, g8, g9, g10, g11, g12, g13, g14, g15, g16, RedPixels, GrnPixels);
    input logic RST;  
	 input logic [15:0] row16, g1, g2, g3, g4, g5, g6, g7, g8, g9, g10, g11, g12, g13, g14, g15, g16;  
    output logic [15:0][15:0] RedPixels;  
    output logic [15:0][15:0] GrnPixels;  
	 always_comb 
	 begin
		if (RST)
		begin
			RedPixels = '0;
			GrnPixels = '0;
		end
		else
		begin
		  RedPixels[00] = 16'b0000000000000000;
		  RedPixels[01] = 16'b0000000000000000;
		  RedPixels[02] = 16'b0000000000000000;
		  RedPixels[03] = row16;
		  RedPixels[04] = 16'b0000000000000000;
		  RedPixels[05] = 16'b0000000000000000;
		  RedPixels[06] = 16'b0000000000000000;
		  RedPixels[07] = 16'b0000000000000000;
		  RedPixels[08] = 16'b0000000000000000;
		  RedPixels[09] = 16'b0000000000000000;
		  RedPixels[10] = 16'b0000000000000000;
		  RedPixels[11] = 16'b0000000000000000;
		  RedPixels[12] = 16'b0000000000000000;
		  RedPixels[13] = 16'b0000000000000000;
		  RedPixels[14] = 16'b0000000000000000;
		  RedPixels[15] = 16'b0000000000000000;
		  GrnPixels[00] = g1;
		  GrnPixels[01] = g2;
		  GrnPixels[02] = g3;
		  GrnPixels[03] = g4;
		  GrnPixels[04] = g5;
		  GrnPixels[05] = g6;
		  GrnPixels[06] = g7;
		  GrnPixels[07] = g8;
		  GrnPixels[08] = g9;
		  GrnPixels[09] = g10;
		  GrnPixels[10] = g11;
		  GrnPixels[11] = g12;
		  GrnPixels[12] = g13;
		  GrnPixels[13] = g14;
		  GrnPixels[14] = g15;
		  GrnPixels[15] = g16;
		end
	end
endmodule
module ledlights_testbench();  
	logic RST;
	logic [15:0][15:0] RedPixels, GrnPixels;
	ledlights dut (.RST, .RedPixels, .GrnPixels);
	initial begin
	RST = 1'b1; #10;
	RST = 1'b0; #10;
	end
endmodule
```
**run.sh**
```bash
#!/bin/bash
# OpenROAD 26Q1-2900-gdf79404cd8, Yosys 0.63+post, stock flow scripts
make -C /OpenROAD-flow-scripts/flow DESIGN_CONFIG=/design/flow/config.mk WORK_HOME=/design/flow/orfs finish
```
==> impl_report.txt <==
IMPLEMENTATION SUMMARY REPORT
----------------------------------------------------
[Status]
  Outcome ........................ complete, but fails checks
  Violations in the final reports ........................ setup timing

[Die]
  Top-level port count ........................ slightly below 800
  Chip area ........................ about 99000 µm²
  Standard-cell rows ........................ 108
  Floorplan core density ........................ ~4.5%
  Vertical die dimension ........................ 315 µm
  Floorplan die width ........................ about 320 µm
  Core area ........................ just under 90000 µm²

[Flow run]
  Max-cap violation count ........................ 0
  Stage-log warning count ........................ 34

[Final layout]
  Sequential Area ........................ 0 µm²
  Fraction of layout cells with a size suffix above 1 ........................ a little under half
  Final instance area ........................ ~11000 µm²
  Fillers ........................ approximately 10000
  Number of sequential cells in the layout ........................ 0
  Area growth from synthesis to final layout ........................ 187%
  Clock tree buffer count of the final layout ........................ 0
  Final non-filler cell total ........................ between 2000 and 2500

[Place]
  Cell count after placement ........................ between 2000 and 2500
  I/O Buffers ........................ about 550
  HPWL after detailed placement ........................ 43300 µm
  Post-placement cell area ........................ between 9000 and 10000 µm²
  GP Congestion ........................ 0.750
  Worst setup timing slack at the placement stage ........................ -1.02 ns

[Synthesis]
  Synthesis Warnings ........................ 1
  Share of synthesized area occupied by flip-flops and latches ........................ 0%
  Yosys stat cell total ........................ 543
  Yosys Chip Area ........................ roughly 3900 µm²
  Biggest area contributors in the synthesized netlist ........................ sky130_fd_sc_hd__buf_4 46%, sky130_fd_sc_hd__nor2b_1 31%, sky130_fd_sc_hd__nor2b_2 18%
  Synthesized area per cell ........................ between 7 and 8 µm²
  Post-synth design cell area ........................ roughly 3900 µm²
  Synth top area share ........................ 45.8%
  Dominant cell type by area after synthesis ........................ sky130_fd_sc_hd__buf_4
  Gate count of the mapped netlist ........................ approximately 540
  Cell variety after synth ........................ 7

[Final timing]
  Minimum clock period after layout ........................ 1.19 ns
  Setup violators final ........................ 196
  Setup ws final ........................ -0.194 ns
  Post-layout period usage of the worst path ........................ 119%
  Final slew viol count ........................ 0
  Fin. Hold Viols ........................ 0
  Total negative slack for setup checks ........................ -11.53 ns
  Achievable clock frequency ........................ about 0.84 GHz
  Unrepaired setup endpoints after global routing ........................ yes

[Worst hold path]
  Hold Crit Class ........................ input port to output pin
  Min-Delay Path Depth ........................ 3
  Worst-case hold path end point ........................ GrnPixels[203]
  Startpoint of the worst hold path ........................ g13[11]

[Power and ir drop]
  Peak ir drop on the vdd network ........................ between 100 and 150 µV
  Static leakage ........................ approximately 5.9 nW
  Cell Pwr Density ........................ 336 nW/µm²

[Route]
  Number of DRC markers after the initial detailed-route iteration ........................ between 80 and 90
  Antenna Nets Post-Route ........................ 0
  Final Routed Wirelength ........................ approximately 50000 µm
  Via count of the routed design ........................ a little over 5000
  Number of DRC violations after detailed routing ........................ 0
  Average wire per cell in the routed design ........................ between 20 and 25 µm
  Mean number of vias per cell ........................ around 2.2
  Iteration count of the initial detailed-routing pass ........................ 4

[Global routing]
  Via count of the first global-routing pass ........................ about 5500
  GRT Util Overall ........................ a little under a tenth
  Maximum number of pins on one net before global-route repair ........................ 15
  Antenna violations before repair ........................ between 50 and 60
  Wire length of the first global-routing pass ........................ 59600 µm
  Grt total ovfl ........................ 0

[Worst setup path]
  Maximum net fanout on the critical path ........................ 8
  Crit. End Element ........................ output pin
  Worst EP required ........................ around 0.80 ns
  Crit Path Category ........................ input port to output pin
  Worst endpoint data arrival time ........................ approximately 1 ns
  Critical Path Source Type ........................ input port

[Clock network]
  Cts hold-fix bufs ........................ 0

----------------------------------------------------
synthesized netlist by cell type, drive strengths merged:
cell and number:
buf 270, nor2b 272, conb 1
cell families after synthesis:
| family | Yosys count | synth area share [%] |
|---|---|---|
| AND/OR/NAND/NOR | 272 | 48.3 |
| buffers and inverters | 270 | 51.6 |
| other | 1 | 0.0953 |
worst max path at each step:
stage / from / slack [ns] / end / cells after the start
CTS: RST / -0.20 / GrnPixels[66] / 6
global route: RST / -0.20 / GrnPixels[66] / 6
finish: RST / -0.19 / GrnPixels[66] / 6
area by class of cell:
class | instances | area, µm² | share of cell area [%]
timing repair buffer | 626 | 6000 | 53.1
multi-input combinational | 512 | 3840 | 34.0
tap | 1155 | 1450 | 12.8
antenna | 9 | 22.5 | 0.199
layout by cell type, fill, tap and decap left out, drive strengths merged:
cell	synthesis	final
nor2b	272	272
dlygate4sd2	0	210
clkdlybuf4s50	0	35
buf	270	350
clkdlybuf4s15	0	4
diode	0	9
dlymetal6s2s	0	22
clkbuf	0	5
conb	1	240
layer usage:
layer  GRT usage [%]  share of wire [%]
met1            10.2                 35
met2            15.0                 45
met3            7.14                 19
met4               0               0.76
met5               0               0.19
metrics by stage:
step           power [mW]  hold slack, ns  util [%]
2_1_floorplan        1.21           0.463         -
3_3_place_gp         3.36            1.05      11.4
3_5_place_dp         3.35            1.06      11.4
4_1_cts              3.77           0.775      12.4
5_1_grt              4.19           0.722      13.0
6_report             3.80           0.689      13.1
power breakdown:
group	total, mW	switching (mW)	internal [mW]
Clock	0.00000116	0	0.00000116
Sequential	0	0	0
Combinational	3.80	1.40	2.40
Total	3.80	1.40	2.40
worst max-delay path: stages:
cell,delay [ns]
sky130_fd_sc_hd__buf_16,0.14
sky130_fd_sc_hd__buf_16,0.15
sky130_fd_sc_hd__buf_12,0.12
sky130_fd_sc_hd__buf_12,0.14
sky130_fd_sc_hd__nor2b_4,0.10
sky130_fd_sc_hd__buf_6,0.12
repair_timing:
action	in CTS	in global routing
buffers inserted	29	8
gates resized	1515	138
setup endpoints to repair	272	215
gates cloned	24	4
Power and IR drop assume default switching activity.
